**run.sh**
```bash
#!/bin/bash
# OpenROAD 26Q1-2900-gdf79404cd8, Yosys 0.63+post, stock flow scripts
make -C /OpenROAD-flow-scripts/flow DESIGN_CONFIG=/design/flow/config.mk WORK_HOME=/design/flow/orfs finish
```
**config.mk**
```make
export PLATFORM = sky130hd
export DESIGN_NAME = fractional_divider
export DESIGN_NICKNAME = fractional_divider
export VERILOG_FILES = /design/flow/design.v
export SDC_FILE = /design/flow/constraint.sdc
export NUM_CORES = 4
export LEC_CHECK = 1
export CORE_UTILIZATION = 30
```
**constraint.sdc**
```tcl
current_design fractional_divider

set clk_period 15.9
set clk_io_pct 0.2

create_clock -name clk0 -period $clk_period [get_ports {div_clk_in}]

set non_clock_inputs [all_inputs -no_clocks]
set_input_delay [expr $clk_period * $clk_io_pct] -clock clk0 $non_clock_inputs
set_output_delay [expr $clk_period * $clk_io_pct] -clock clk0 [all_outputs]
```
**design.v**
```verilog
module fractional_divider( 
   div_clk_out, div_clkb_out, sdm_qn, div_ctrl,
   rstn, N, div_clk_in, div_clkb_in, sdm_in
   );
   input rstn;   
   input [5:0] N;
   input       div_clk_in;
   input       div_clkb_in;
   input [15:0] sdm_in;
   output 	div_clk_out;
   output 	div_clkb_out;
   output [15:0] sdm_qn;
   output [5:0] div_ctrl;
   wire 	     rstn_clkin_s;
   reset_sync reset_sync1(
		      .reset_out(rstn_clkin_s),
		      .reset_in(rstn), 
		      .clk(div_clk_in)
		      ) ;
   loop_divider loop_divider(
			     .clko(div_clk_out), 
			     .clkob(div_clkb_out),
			     .rstn(rstn_clkin_s), 
			     .clk(div_clk_in), 
			     .clkb(1'b0), 
			     .div_n(div_ctrl)
			     ) ;
   sdm sdm(
	   .div_ctrl(div_ctrl), 
	   .sdm_qn(sdm_qn),
	   .din(sdm_in), 
	   .rstn(rstn_clkin_s), 
	   .clk(div_clk_out),
           .N(N)
           );   
endmodule
module integrator( 
   dout, carry,
   rstn, clk, din
   );
   parameter w = 10;
   parameter sat = 1'b0;
   parameter outreg = 1'b1;
   input rstn;
   input clk;
   input signed [w-1:0] din;
   output signed [w-1:0]  dout;
   output                 carry;
   wire signed [w:0] 	 add_out_tmp;
   wire signed [w-1:0] 	 add_out;
   reg signed [w-1:0] 	 add_out_reg;
   reg                carry_reg;
   always @(posedge clk or negedge rstn) begin
      if (rstn==1'b0) begin
	 add_out_reg <= {(w){1'b0}};
	 carry_reg <= 1'b0;
      end
      else begin
	 add_out_reg <= add_out;
	 carry_reg <= add_out_tmp[w-1];
      end
   end
   assign add_out_tmp = add_out_reg + din;
   if (sat==1'b1) begin : sat_g
      assign add_out = (add_out_tmp[w-1] == 1'b1) ? {1'b0,{(w-1){1'b1}}} : {1'b0,add_out_tmp[w-2:0]};
   end
   else begin : nosat_g
      assign add_out = {add_out_tmp[w], add_out_tmp[w-2:0]};
   end
   if (outreg == 1'b1) begin : outreg_g
      assign dout = add_out_reg;
      assign carry = carry_reg;
   end
   else begin : nooutreg_g
      assign dout = add_out;
      assign carry = add_out_tmp[w-1];
   end
endmodule
module loop_divider ( 
   clko, clkob,
   rstn, clk, clkb, div_n
   ) ;
   input rstn;
   input clk;
   input clkb;
   input [5:0] div_n;
   output      clko;
   output      clkob;
   wire        rstn_s;
   wire        rstn_b_s;
   reg [5:0]   clk_cntr;
   reg [5:0]   clkb_cntr;
   reg 	       clko_r;
   reg 	       clkob_r;
   reg 	       clko_ne;
   reg 	       clkob_ne;   
   wire [5:0]  div_n_hlf;
   assign div_n_hlf = div_n >> 1;
   assign rstn_s = rstn;
   always @(posedge clk or negedge rstn_s) begin
      if (rstn_s==1'b0) begin
	 clk_cntr <= 6'd0;
	 clko_r <= 1'b0;
	 clkob_r <= 1'b1;	 
      end
      else begin
	 if (clk_cntr==div_n_hlf || clk_cntr==6'd0) begin
	    clko_r <= ~clko_r;
	    clkob_r <= ~clkob_r;
	 end
	 if (clk_cntr+1 == div_n) begin
	    clk_cntr <= 6'b0;	    
	 end
	 else begin
	    clk_cntr <= clk_cntr + 1'b1;	    
	 end
      end
   end
   always @(negedge clk or negedge rstn_s) begin : ne_retime
      if (rstn_s == 1'b0) begin
	 clko_ne <= 1'b0;
	 clkob_ne <= 1'b0;
      end
      else begin
	 clko_ne <= clko_r  & div_n[0];
	 clkob_ne <= clkob_r & div_n[0];
      end
   end
   assign clko = clko_ne | clko_r;
   assign clkob = clkob_r | clkob_ne;
endmodule  
module reset_sync ( 
   reset_out,
   reset_in, clk
   ) ;
   input reset_in;
   input clk;
   output reset_out;
   parameter reset_p = 1'b0;
   parameter clk_p = 1'b1;
   reg 	  sync_ff0;
   reg 	  sync_ff1;
   generate
      if (reset_p==1'b0 && clk_p==1'b1) begin : activelow_posedge
	 always @(posedge clk or negedge reset_in) begin
	    if (reset_in == 1'b0) begin
	       sync_ff0 <= 1'b0;
	       sync_ff1 <= 1'b0;	       
	    end
	    else begin
	       sync_ff0 <= reset_in;
	       sync_ff1 <= sync_ff0;	       
	    end
	 end
	 assign reset_out = (reset_in==1'b0) ? 1'b0 : sync_ff1;	 
      end  
      else if (reset_p==1'b0 && clk_p==1'b1) begin : activehigh_posedge
	 always @(posedge clk or posedge reset_in) begin
	    if (reset_in == 1'b1) begin
	       sync_ff0 <= 1'b1;
	       sync_ff1 <= 1'b1;	       
	    end
	    else begin
	       sync_ff0 <= reset_in;
	       sync_ff1 <= sync_ff0;	       
	    end
	 end
	 assign reset_out = (reset_in==1'b1) ? 1'b1 : sync_ff1;	 
      end  
      else if (reset_p==1'b0 && clk_p==1'b0) begin : activelow_negedge
	 always @(negedge clk or negedge reset_in) begin
	    if (reset_in == 1'b0) begin
	       sync_ff0 <= 1'b0;
	       sync_ff1 <= 1'b0;	       
	    end
	    else begin
	       sync_ff0 <= reset_in;
	       sync_ff1 <= sync_ff0;	       
	    end
	 end
	 assign reset_out = (reset_in==1'b0) ? 1'b0 : sync_ff1;	 
      end  
      else begin : activehigh_negedge
	 always @(negedge clk or posedge reset_in) begin
	    if (reset_in == 1'b1) begin
	       sync_ff0 <= 1'b1;
	       sync_ff1 <= 1'b1;	       
	    end
	    else begin
	       sync_ff0 <= reset_in;
	       sync_ff1 <= sync_ff0;	       
	    end
	 end
	 assign reset_out = (reset_in==1'b1) ? 1'b1 : sync_ff1;	 
      end      
   endgenerate
endmodule  
module sdm( 
   div_ctrl, sdm_qn,
   din, rstn, clk, N
   );
   parameter w = 16;
   input [w-1:0] din;
   input 	 rstn;
   input 	 clk;
   input [5:0]   N;
   output [5:0]  div_ctrl;
   output [w-1:0] sdm_qn;
   wire signed [w:0] din_sgn;
   wire signed [6:0] N_sgn;
   wire signed [w:0] int1_dout;
   wire              int1_cout;
   wire signed [w:0] int2_dout;
   wire              int2_cout;
   wire signed [w:0] int3_dout;
   wire              int3_cout;
   wire signed [1:0] int1_cout_sgn;
   reg signed [1:0] int1_cout_sgn_reg;
   wire signed [1:0] sub1_out_tmp;
   wire signed [2:0] sub1_out;
   wire signed [2:0] int2_cout_sgn;
   wire signed [2:0] add1_out;
   wire signed [3:0] sub2_in1;
   reg signed [3:0] sub2_in2;
   wire signed [3:0] sub2_out;
   wire signed [3:0] int3_cout_sgn;
   wire signed [3:0] add2_out;
   wire [6:0]  dN;
   wire [6:0]  div_ctrl_i;
   reg [5:0]  div_ctrl_reg;
   assign din_sgn = {1'b0,din};
   integrator #(
		.w(w+1),
		.sat(1'b0),
		.outreg(1'b0)
		)
   int1(
	.rstn(rstn),
	.clk(clk),
	.din(din_sgn),
	.dout(int1_dout),
        .carry(int1_cout)
	);
   integrator #(
		.w(w+1),
		.sat(1'b0),
		.outreg(1'b0)
		)
   int2(
	.rstn(rstn),
	.clk(clk),
	.din(int1_dout),
	.dout(int2_dout),
        .carry(int2_cout)
	);
   integrator #(
		.w(w+1),
		.sat(1'b0),
		.outreg(1'b0)
		)
   int3(
	.rstn(rstn),
	.clk(clk),
	.din(int2_dout),
	.dout(int3_dout),
        .carry(int3_cout)
	);
   assign int1_cout_sgn = {1'b0, int1_cout};
   assign sub1_out_tmp = int1_cout_sgn - int1_cout_sgn_reg;   
   assign sub1_out = {sub1_out_tmp[1], sub1_out_tmp};
   assign int2_cout_sgn = {2'b00, int2_cout};
   assign add1_out = int2_cout_sgn + sub1_out;
   assign sub2_in1 = {add1_out[2], add1_out};
   assign sub2_out = sub2_in1 - sub2_in2;
   assign int3_cout_sgn = {3'b000, int3_cout};
   assign add2_out = sub2_out + int3_cout_sgn;
   assign dN = {add2_out[3], add2_out[3], add2_out[3], add2_out};
   assign N_sgn = {1'b0, N};   
   assign div_ctrl_i = dN + N_sgn;
   assign div_ctrl = div_ctrl_reg;
   assign sdm_qn = int3_dout[w-1:0];
   always @(posedge clk or negedge rstn) begin : clkps
      if (rstn==1'b0) begin
         int1_cout_sgn_reg <= 2'd0;
         sub2_in2 <= 4'd0;
         div_ctrl_reg <= 6'd30;
      end
      else begin
         int1_cout_sgn_reg <= int1_cout_sgn;
         sub2_in2 <= sub2_in1;
         div_ctrl_reg <= div_ctrl_i[5:0];
      end
   end
endmodule 
```
==> metrics.json <==
{
  "die-height_um": 132,
  "synth_largest_type_area_fraction_pct": 32.8,
  "flop_area_mm2": 0.00183,
  "power.density_cell_area_mw_per_mm2": 48.7,
  "grt_use_total_pct": 11.3,
  "yosys-stat-cells": 507,
  "mostFrequentLayoutCell": "sky130_fd_sc_hd__ha_1",
  "number_of_register_pins_that_no_clock_reaches": 61,
  "post-route-worst-setup-slack_ps": 2990,
  "cts-buffers-inserted": 3,
  "max_slew_margin_pct": 52.7,
  "ys.warnings.count": 4,
  "place.port_buffers": 47,
  "clk_latency_ps": 270,
  "post_synth_instance_area_mm2": 0.00504,
  "post_cts_resized": 0,
  "worst_hold_path_stage_count": 0,
  "post_synth_mux_area_share_pct": 0.199,
  "ys.flop_type": "sky130_fd_sc_hd__dfrtp_1",
  "synth_area_per_cell_um2": 9.94,
  "area_grow_syn2layout_pct": 14.0,
  "stage_log_warnings": 29,
  "hold_start": "reset_sync1.sync_ff0",
  "synth.area.top_cells": "sky130_fd_sc_hd__dfrtp_1 (33%), sky130_fd_sc_hd__ha_1 (17%), sky130_fd_sc_hd__xnor2_1 (5.9%)",
  "min_delay_worst_endpoint": "reset_sync1.sync_ff1",
  "core_area_mm2": 0.0165,
  "cts.htree.levels": 1,
  "detail_route.iter0.violations": 178,
  "crit_path_start_kind": "register",
  "ys_seq_elements": 73,
  "place_worst_setup_slack_ps": 3240,
  "timing.reg2reg.worst_path_depth": 1,
  "worst_hold_path_type": "register to register",
  "adder_area_share_pct": 18.9,
  "wire_per_inst_um": 11.9,
  "post_route_cells_drive_above_1_share_pct": 4.28,
  "synth.cellmix.simpleShare_pct": 12.8,
  "post-cts-setup-buffers": 0,
  "leakage_uw": 0.00261,
  "antenna_violations_before_repair": 0,
  "post_layout_total_power_uw": 280,
  "netlist_logic_family_top": "adder cells",
  "vias_per_cell": 4.65,
  "setup_viol_count_final": 0,
  "clock-root-buffer": "sky130_fd_sc_hd__clkbuf_16",
  "placementRows": 47,
  "area.combinational_mm2": 0.00295,
  "crit_type": "register to output port",
  "clock_path_buffers": 2,
  "post_synth_inst_count": 507,
  "detailed_routing_iterations_pass_1": 4,
  "grt_max_degree": 63,
  "finish.cell_count_without_fillers": 758,
  "rsz0062_at_grt": "false",
  "yosys-stat-area_mm2": 0.00504,
  "launch_instance_of_the_worst_register_to_register_path": "reset_sync1.sync_ff1",
  "setup_tns_ps": 0,
  "drc": 0,
  "routed_wire_length_mm": 9.04,
  "synth.cellmix.xorXnorShare_pct": 11.0,
  "cp_data_arrival_time_ps": 9730,
  "r2r_end": "loop_divider.clko_ne",
  "critPathRequiredTime_ps": 12720,
  "detail-route-antenna-nets": 0,
  "synth_top_cell_by_area": "sky130_fd_sc_hd__dfrtp_1",
  "synth_async_reset_ratio_pct": 100,
  "cts.reportedPaths.clkPinSlew_ps": 40,
  "worst_slew_pin_slew_ps": 709,
  "fillCellCount": 1589,
  "layout.cells.most_common_list": "sky130_fd_sc_hd__ha_1 (68), sky130_fd_sc_hd__dfrtp_1 (66), sky130_fd_sc_hd__clkdlybuf4s50_1 (47)",
  "outcome": "complete, no violations",
  "synth_sequential_area_ratio_pct": 36.4,
  "unconstrained_endpoints": 67,
  "route.vias.total": 3525,
  "pin_count": 49,
  "number_of_violations_of_the_max_capacitance_limit": 0,
  "grt_pass1_vias": 3627,
  "timing.critical_path.to_type": "output port",
  "global_route.overflow_total": 0,
  "report.final.slew_viol_count": 0,
  "cts_tree": "yes",
  "skew_ps": 33.1,
  "ir_drop_v": 0.0000384,
  "edf_count": 0,
  "ff2ff_setup_slack_ps": 7210,
  "grt_pass1_wl_mm": 16.3,
  "detail_route.antenna_diodes": 0,
  "timing.critical_path.fanout_max": 62,
  "synth.distinct_cells": 55,
  "post-place-cells": 754,
  "gpl.final_weighted_congestion": 0.893,
  "dieArea_mm2": 0.0173,
  "hold_viol": 0,
  "initial_core_utilization_pct": 30.6,
  "die_width_um": 132,
  "hpwl_mm": 7.24,
  "setup.worst_path.start": "loop_divider.clko_ne",
  "compound_area_share_pct": 15.6,
  "holdBufCountCts": 0
}
-- worst max-delay path, stage by stage, from the launching register on --
cell and delay [ps]:
sky130_fd_sc_hd__dfrtn_1 370, sky130_fd_sc_hd__or2_2 90, sky130_fd_sc_hd__buf_4 440, sky130_fd_sc_hd__clkdlybuf4s50_1 570
-- metrics by stage --
| stage | utilization (%) | hold slack, ps | area, um^2 |
|---|---|---|---|
| floorplan | - | 331 | 5040 |
| global placement | 34.3 | 343 | 5660 |
| detailed placement | 34.3 | 335 | 5660 |
| CTS | 34.9 | 344 | 5740 |
| global route | 34.9 | 370 | 5740 |
| finish | 34.9 | 344 | 5740 |
-- synthesized netlist by cell type (all sizes together) (5+ instances only) --
master / number
a31oi: 8
clkbuf: 6
a211oi: 7
dfrtp: 66
a21o: 14
dfstp: 5
nor3: 9
nand3: 17
inv: 31
ha: 68
xnor2: 34
xor2: 29
o211ai: 6
nor2: 26
o21ai: 25
buf: 16
nand2: 33
a21oi: 40
fa: 5
nor2b: 7
-- cells by family after synthesis --
| logic type | Yosys count |
|---|---|
| and+or+nand+nor | 124 |
| buffers and inverters | 53 |
| xor gates and xnor gates | 63 |
| AOI/OAI and AO/OA | 120 |
| muxes | 1 |
| DFF | 73 |
| adders and majority gates | 73 |
-- area by class of cell --
class	count	share of cell area, %
Tap cell	220	4.79
Multi-Input combinational cell	381	51.3
Sequential cell	73	31.9
Inverter	31	2.03
Clock buffer	4	1.55
Timing Repair Buffer	49	8.45
-- report_power, final --
group	switching (uW)	total [uW]	internal, uW	leakage (uW)
sequential	0.0475	36.2	36.2	0.000894
combinational	96.4	193	97.1	0.00167
clock	12.1	50.0	37.9	0.0000442
total	109	280	171	0.00261
-- per-layer routing --
metal  track usage, %  vias up  routed length (um)
li1                 -     1850                   -
met1             16.7     1626                4590
met2             18.7       47                4030
met3             1.65        2                 407
met4            0.517        0                  10
met5                0        -                   0
-- how the worst max path moves through the flow --
| stage | endpoint | slack (ps) | cells past startpoint |
|---|---|---|---|
| after CTS | div_clk_out | 2950 | 3 |
| after global routing | div_clk_out | 2860 | 3 |
| final | div_clk_out | 2990 | 3 |
Power and IR drop assume default switching activity.
